===== design.v =====
`timescale 1ns / 1ps;
module adder_4_bit(a,b,cin,sum,carry);
	input [3:0] a,b;
	input cin;
	output [3:0] sum;
	output carry;
	wire c1,c2,c3;  
	full_adder FA1(a[0],b[0],cin,sum[0],c1);
	full_adder FA2(a[1],b[1],c1,sum[1],c2);
	full_adder FA3(a[2],b[2],c2,sum[2],c3);
	full_adder FA4(a[3],b[3],c3,sum[3],carry);
endmodule
`timescale 1ns / 1ps;
module full_adder(a,b,c,sum,carry);
	input a,b,c;
	output sum,carry;
	assign sum=a^b^c;
	assign carry = (a&b)|(b&c)|(c&a);
endmodule

===== run.sh =====
#!/bin/bash
# OpenROAD 26Q1-2900-gdf79404cd8, Yosys 0.63+post, stock flow scripts
make -C /OpenROAD-flow-scripts/flow DESIGN_CONFIG=/design/flow/config.mk WORK_HOME=/design/flow/orfs finish

===== config.mk =====
export PLATFORM = sky130hd
export DESIGN_NAME = adder_4_bit
export DESIGN_NICKNAME = adder_4_bit
export VERILOG_FILES = /design/flow/design.v
export SDC_FILE = /design/flow/constraint.sdc
export NUM_CORES = 4
export LEC_CHECK = 1
export CORE_AREA = 10 10 70 70
export DIE_AREA = 0 0 80 80

===== constraint.sdc =====
current_design adder_4_bit

set clk_period 3.8
set clk_io_pct 0.2

create_clock -name clk0 -period $clk_period

set non_clock_inputs [all_inputs -no_clocks]
set_input_delay [expr $clk_period * $clk_io_pct] -clock clk0 $non_clock_inputs
set_output_delay [expr $clk_period * $clk_io_pct] -clock clk0 [all_outputs]

==> impl_metrics.ini <==
; physical design summary
[cells_and_area]
clockBufferCount = 0
register_area_sq_um = 0
fill_cells = 407
stdcell_area_sq_um = 320
mostFrequentLayoutCells = clkdlybuf4s50_1 (12), inv_1 (6), inv_2 (4), fa_2 (3), dlygate4sd2_1 (2)
ff_count = 0
lay_top_count = clkdlybuf4s50_1
instances_no_fill = 74
drive_gt1_frac = 0.250
area_growth_pct = 117
fin_util = 0.0938

[sta]
hold_viol_final = 0
worst_slack_ns = 0.156
worstMarginPinSlew_ns = 0.0977
fin_crit_sh = 0.959
max_freq_ghz = 0.274
slew_headroom = 0.935
period_needed_ns = 3.64
slew_violations = 0
grt_setup_unrepaired = false
finalSetupViolations = 0
fin_tns_setup_ns = 0

[pwr]
powerDensity_nw_per_um2 = 114
p_sw_frac = 0.298
leakage_nw = 0.133
combPwrFrac = 1.000
vdd_drop_max_v = 0.0000275
p_int_mw = 0.0256
clockPowerShare = 0
seqPwrFrac = 0
switchingPower_mw = 0.0108

[floorplanning]
pin_count = 14
chip_area_sq_um = 6400
fp_util = 0.0432
die_h_microns = 80
core_sq_um = 3420
num_rows = 21
die_x_microns = 80

[critical_path]
slowest_stage = fa_1
crit_required_ns = 3.04
cp_num_buf_inv = 6
cp-end-kind = output port
worstPathArrival_ns = 2.88
critical_path_class = input port to output port
path_max_fanout = 1
critPathLaunchType = input port
crit_chain = clkdlybuf4s50_1 -> inv_2 -> fa_2 -> inv_2 -> fa_2 -> fa_2 -> inv_2 -> fa_1 -> inv_1 -> dlygate4sd2_1
crit_family = adder cells
cpPeakStageDelay_ns = 0.49

[placement]
io_buffers = 14
place_area_sq_um = 315
place_congestion = 0.746
place_inst = 74
hpwl_microns = 387
post-place-ws_ns = -0.169

[synth]
synthCells = 18
yosysWarningCount = 0
ys_seq_frac = 0
ys_cells = 18
avgSynthCellArea_sq_um = 8.20
synth_area_sq_um = 148
ys_types = 3
ys_chip_area_sq_um = 148

[grt]
grt_pass1_wl_microns = 600
busiest_layer = met1
use_met2 = 0.0104
grt_pass1_vias = 137
grt-ovfl-total = 0
met3_usage = 0.00909
antenna_found_initial = 0
grt.total_usage = 0.0118
grt_max_degree = 2
grt_use_met1 = 0.0200

[detailed_routing]
wl_microns = 393
ant_nets = 0
avgViaCountPerCell = 1.57
drtIter0Drc = 0
vias = 116
drcViolationCount = 0
routedWlPerCell_microns = 5.31
diodes = 0
firstDrtPassIters = 1

[run]
log.warning_count = 32
drv_cap = 0

[worst_hold_path]
worstHoldPathType = input port to output port

[run_status]
outcome = complete, no violations
layer usage:
layer	wire length (microns)	share of wire
met1	217	0.55
met2	62	0.16
met3	113	0.29
met4	0	0
met5	0	0
worst paths after layout:
path,from,to,cells past startpoint
worst min-delay path,b[3],sum[3],5
worst max-delay path,cin,sum[3],10
final cells by class:
type	count	area (sq um)	area share
Tap cell	46	57.6	0.180
Timing Repair Buffer	14	138	0.430
Inverter	10	37.5	0.117
Multi-Input combinational cell	4	87.6	0.273
timing repair:
action | CTS | global route
resized | 9 | 0
endpoints found under the setup margin | 2 | 1
pin swaps | 4 | 1
hold buffers | 0 | 0
setup buffers | 0 | 0
gates cloned | 0 | 0
kinds of logic after synthesis:
| kind of cell | share of synthesized area |
|---|---|
| buffers and inverters | 0.458 |
| adders and majority gates | 0.542 |
power groups by stage:
stage                 clock network, mW  logic [mW]  registers (mW)
final                                 0      0.0364               0
after global routing                  0      0.0431               0
after CTS                             0      0.0380               0
synthesized netlist by cell type:
library cell,number,share of area
inv_1,10,0.25
buf_4,4,0.20
fa_1,4,0.54
tightest hold or removal path: stages:
cell	delay, ns
clkdlybuf4s50_1	0.39
inv_1	0.06
fa_1	0.15
inv_1	0.03
dlygate4sd2_1	0.23
stage by stage:
step	hold slack (ns)	total power, mW
final	2.38	0.0364
after global placement	2.56	0.0380
after detailed placement	2.56	0.0378
after global routing	2.43	0.0431
after CTS	2.40	0.0380
after floorplan	1.74	0.0181
No activity file was given, so power comes from the tool's default toggle rates.
